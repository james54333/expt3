[flow/config.mk]
export PLATFORM = sky130hd
export DESIGN_NAME = Audio
export DESIGN_NICKNAME = Audio
export VERILOG_FILES = /design/flow/design.v
export SDC_FILE = /design/flow/constraint.sdc
export NUM_CORES = 4
export LEC_CHECK = 1
export CORE_AREA = 10 10 91 91
export DIE_AREA = 0 0 101 101
[flow/constraint.sdc]
current_design Audio

set clk_period 2.6
set clk_io_pct 0.2

create_clock -name clk0 -period $clk_period [get_ports {iCLK}]

set non_clock_inputs [all_inputs -no_clocks]
set_input_delay [expr $clk_period * $clk_io_pct] -clock clk0 $non_clock_inputs
set_output_delay [expr $clk_period * $clk_io_pct] -clock clk0 [all_outputs]
[flow/run.sh]
#!/bin/bash
# OpenROAD 26Q1-2900-gdf79404cd8, Yosys 0.63+post, stock flow scripts
make -C /OpenROAD-flow-scripts/flow DESIGN_CONFIG=/design/flow/config.mk WORK_HOME=/design/flow/orfs finish
[flow/design.v]
module Audio( oAUD_LRCK, oAUD_BCK, oAUD_XCK, iCLK, iRST_N);
	input iCLK;
	input iRST_N;
	output oAUD_LRCK;
	output oAUD_BCK;
	output oAUD_XCK;
	reg [9:0] BCK_X1_DIV;
	reg [15:0] LRCK_X1_DIV;
	reg oAUD_LRCK;
	reg oAUD_BCK;
	reg oAUD_XCK;
	reg BCK_X1;
	reg LRCK_X1;
	reg XCK_X1;
	parameter REF_CLK = 18432000;     
	parameter SAMPLE_RATE2 = 32000;    
	parameter DATA_WIDTH = 16;       
	parameter CHANNEL_NUM = 2;       
    parameter SDC2 = 1024000;          
	parameter x1 = 4'd1;    
	always @ ( posedge iCLK or posedge iRST_N ) begin
		if(iRST_N) begin
			BCK_X1_DIV = 0;
			BCK_X1 = 0;
		end
		else begin
			if (BCK_X1_DIV < ((REF_CLK / SDC2) - 1))            BCK_X1_DIV <= ( BCK_X1_DIV + 1 );
			else begin                                          BCK_X1_DIV <= 0;                        BCK_X1 <= (~BCK_X1);    end
		end
	end
	always @ ( posedge iCLK or posedge iRST_N ) begin
		if (iRST_N) begin
			LRCK_X1_DIV = 0;		
			LRCK_X1 = 0;
		end
		else begin
            if (LRCK_X1_DIV < ( REF_CLK/(SAMPLE_RATE2) - 1 ))   LRCK_X1_DIV <= ( LRCK_X1_DIV + 1 );
			else begin                                          LRCK_X1_DIV <= 0;                       LRCK_X1 <= (~LRCK_X1);    end
		end
	end
	always @ (*) begin
		XCK_X1 = iCLK;
		oAUD_LRCK = LRCK_X1;
		oAUD_BCK = BCK_X1;
		oAUD_XCK = XCK_X1;
	end
endmodule
==> run summary <==
startpoint types = clock port
first-pass GRT wire length = 2790 um
main area contributors after synthesis = dfrtp_1, xor2_1, nor2_1
PostCTS Resize Cnt = 0
synthesized instance count = 91
register area = 701 um^2
Worst Skew = 0.00270 ns
layout cells sized above 1 = 8.11%
Final Hold Fails = 0
MaxCap Viol Count = 0
# DRC = 0
Seq/Total Area, Yosys = 64.6%
router iterations before antenna repair = 4
gr ovfl total = 0
Dominant cell area share = 64.6%
gpl congestion = 0.775
final setup fails = 0
hpwl dp = 1020 um
P per Cell Area = 691 mW/mm^2
Total Power = 0.929 mW
CTS tree = built
Syn Area/Cell = 11.9 um^2
count of different cell masters after synthesis = 19
Final Cell Area = 0.00134 mm^2
Static Leak = 0.562 nW
Top cells excl fill/tap = dfrtp_1, nor2_1, conb_1
Setup Buffers After CTS = 0
synthesized cell area = 0.00108 mm^2
fin. max-slew vios = 0
Placement Rows = 29
Syn. warnings = 1
via count = 634
Crit. End Element = output pin
area leader, netlist = dfrtp_1
port bufs = 4
Routed Antenna Nets = 0
Late-Pin Clk Latency = 0.37 ns
Crit Path Class = clk -> out
wire length per cell = 8.13 um
Antenna Cells = 0
Post-Route Setup TNS = 0 ns
Critical Path RT = 2.08 ns
Post-CTS Hold Buffers = 0
Yosys chip area = 0.00108 mm^2
Die Area = 0.0102 mm^2
placed cell area = 0.00125 mm^2
Synthesized registers = 28
pin count of the biggest net entering global routing = 29
Via-to-Cell Ratio = 3.37
Crit Path Max Fanout = 2
area occupied by multi-input gates = 377 um^2
die width = 101 um
initial antenna violation count = 0
worst hold path class = reg -> reg
IO Pins = 5
fillers = 656
Non-Filler Instances = 188
core area = 0.00635 mm^2
Top cell excl fill/tap = dfrtp_1
Peak VDD IR = 0.517 mV
Reg clk slew, reported paths = 0.09 ns
DP Cell Count = 181
Initial Util = 17.1%
Die Ht = 101 um
vias in the first global route = 690
Log Warnings = 27
Initial DRC Count = 25
GR Util All Layers = 3.24%
synthesis-to-finish area growth = 23.9%
yosys cell count = 91
WP data arrival = 1.92 ns
unrepaired setup endpoints after global routing = no
DRT Wirelength = 1530 um
outcome = complete, no violations
where the power goes:
part           leakage [nW]  switching [mW]  internal (mW)
sequential            0.362          0.0132          0.459
clock                0.0542           0.146          0.258
combinational         0.146          0.0187         0.0338
synth_stat cells:
master,count
a211o_1,1
inv_1,7
nand2_1,2
buf_4,1
xnor2_1,5
a2111o_1,1
and4_1,1
nor2_1,16
o21ai_0,2
nor3_1,3
nand4_1,2
buf_6,1
a21oi_2,1
nand3_1,7
ha_1,3
xor2_1,7
dfrtp_1,28
or4_1,2
conb_1,1
metal layers:
metal  global-route usage, %  routed length, um
met5                       0                  0
met4                    1.29                 23
met3                    1.18                 74
met2                    5.01                649
met1                    4.03                781
cells by family after synthesis:
group | share of synthesized area [%]
other | 0.346
DFF | 64.6
xor gates and xnor gates | 9.69
and+or+nand+nor | 14.2
AOI/OAI and AO/OA | 3.58
buffers and inverters | 4.15
adders and majority gates | 3.46
per-stage QoR:
| step | utilization, % | hold WS, ns | setup slack (ns) |
|---|---|---|---|
| floorplan | - | 0.420 | 0.682 |
| global placement | 19.6 | 0.446 | 0.413 |
| detailed placement | 19.6 | 0.454 | 0.413 |
| CTS | 21.2 | 0.476 | 0.141 |
| global route | 21.2 | 0.485 | 0.110 |
| finish | 21.2 | 0.470 | 0.163 |
critical path: stages:
cell and delay (ns):
clkbuf_8 0.11, clkbuf_8 0.12, clkdlybuf4s50_1 0.39
final cells by class:
class | instances | share of cell area [%]
inverters | 7 | 1.96
clock buffers | 8 | 7.91
multi-input cells | 64 | 28.0
repair buffers | 4 | 2.79
flip-flops and latches | 28 | 52.1
well taps | 77 | 7.17
sequential cells by signal (all words and copies together) (netlist names):
| register | flops |
|---|---|
| BCK_X1 | 1 |
| BCK_X1_DIV | 10 |
| LRCK_X1_DIV | 16 |
| LRCK_X1 | 1 |
final timing paths:
path                                                 from                        to  cells after the start  slack (ns)
worst max-delay path                                 iCLK                  oAUD_XCK                      3        0.16
worst min-delay path                   BCK_X1$_DFFE_PP0P_        BCK_X1$_DFFE_PP0P_                      1        0.47
worst max register to register  LRCK_X1_DIV[14]$_DFF_PP0_       LRCK_X1$_DFFE_PP0P_                      3        0.80
worst min register to register         BCK_X1$_DFFE_PP0P_        BCK_X1$_DFFE_PP0P_                      1        0.47
max in group asynchronous                          iRST_N  LRCK_X1_DIV[3]$_DFF_PP0_                      3        1.85
min in group asynchronous                          iRST_N   BCK_X1_DIV[7]$_DFF_PP0_                      3        0.49
Power is estimated from default activity; no workload was simulated.
