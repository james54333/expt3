**flow/design.v**
```verilog
module IR_RECEIVE(
					iCLK,          
					iRST_n,        
					iIRDA,         
					oDATA_READY,   
					oDATA          
					);
parameter IDLE               = 2'b00;   
parameter GUIDANCE           = 2'b01;  
parameter DATAREAD           = 2'b10;  
parameter IDLE_HIGH_DUR      =  262143; 
parameter GUIDE_LOW_DUR      =  230000; 
parameter GUIDE_HIGH_DUR     =  210000; 
parameter DATA_HIGH_DUR      =  41500;	
parameter BIT_AVAILABLE_DUR  =  20000;  
input         iCLK;        
input         iRST_n;     
input         iIRDA;     
output        oDATA_READY;
output [31:0] oDATA;      
reg    [31:0] oDATA;                
reg    [17:0] idle_count;            
reg           idle_count_flag;      
reg    [17:0] state_count;          
reg           state_count_flag;    
reg    [17:0] data_count;           
reg           data_count_flag;     
reg     [5:0] bitcount;           
reg     [1:0] state;                
reg    [31:0] data;                
reg    [31:0] data_buf;            
reg           data_ready;            
assign oDATA_READY = data_ready;
always @(posedge iCLK or posedge iRST_n)	
	  if (iRST_n)
		   idle_count <= 0;
	  else if (idle_count_flag)     
			 idle_count <= idle_count + 1'b1;
		else  
			 idle_count <= 0;	          
always @(posedge iCLK or posedge iRST_n)	
	  if (iRST_n)
		   idle_count_flag <= 1'b0;
	  else if ((state == IDLE) && !iIRDA)
			 idle_count_flag <= 1'b1;
		else                           
			 idle_count_flag <= 1'b0;		     		 	
always @(posedge iCLK or posedge iRST_n)	
	  if (iRST_n)
		   state_count <= 0;
	  else if (state_count_flag)     
			 state_count <= state_count + 1'b1;
		else  
			 state_count <= 0;	         
always @(posedge iCLK or posedge iRST_n)	
	  if (iRST_n)
		   state_count_flag <= 1'b0;
	  else if ((state == GUIDANCE) && iIRDA)
			 state_count_flag <= 1'b1;
		else  
			 state_count_flag <= 1'b0;     		 	
always @(posedge iCLK or posedge iRST_n)	
	  if (iRST_n)
		   data_count <= 1'b0;
	  else if(data_count_flag)       
			 data_count <= data_count + 1'b1;
		else 
			 data_count <= 1'b0;         
always @(posedge iCLK or posedge iRST_n)
	  if (iRST_n) 
		   data_count_flag <= 0;	
	  else if ((state == DATAREAD) && iIRDA)
			 data_count_flag <= 1'b1;  
		else
			 data_count_flag <= 1'b0; 
always @(posedge iCLK or posedge iRST_n)
    if (iRST_n)
       bitcount <= 6'b0;
	  else if (state == DATAREAD)
		begin
			if (data_count == 20000)
					bitcount <= bitcount + 1'b1;  
		end   
	  else
	     bitcount <= 6'b0;
always @(posedge iCLK or posedge iRST_n) 
	  if (iRST_n)	     
	     state <= IDLE;
	  else 
			 case (state)
 			    IDLE     : if (idle_count > GUIDE_LOW_DUR)   
			  	              state <= GUIDANCE; 
			    GUIDANCE : if (state_count > GUIDE_HIGH_DUR) 
			  	              state <= DATAREAD;
			    DATAREAD : if ((data_count >= IDLE_HIGH_DUR) || (bitcount >= 33))
			  					      state <= IDLE;
	        default  : state <= IDLE;  
			 endcase
always @(posedge iCLK or posedge iRST_n)
	  if (iRST_n)
	     data <= 0;
		else if (state == DATAREAD)
		begin
			 if (data_count >= DATA_HIGH_DUR)  
			    data[bitcount-1'b1] <= 1'b1;   
		end
		else
			 data <= 0;
always @(posedge iCLK or posedge iRST_n) 
	  if (iRST_n)
	     data_ready <= 1'b0;
    else if (bitcount == 32)   
		begin
			 if (data[31:24] == ~data[23:16])
			 begin		
					data_buf <= data;      
				  data_ready <= 1'b1;    
			 end	
			 else
				  data_ready <= 1'b0 ;   
		end
		else
		   data_ready <= 1'b0 ;
always @(posedge iCLK or posedge iRST_n)
	  if (iRST_n)
		   oDATA <= 32'b0000;
	  else if (data_ready)
	     oDATA <= data_buf;   
endmodule
```
**flow/run.sh**
```bash
#!/bin/bash
# OpenROAD 26Q1-2900-gdf79404cd8, Yosys 0.63+post, stock flow scripts
make -C /OpenROAD-flow-scripts/flow DESIGN_CONFIG=/design/flow/config.mk WORK_HOME=/design/flow/orfs finish
```
**flow/config.mk**
```make
export PLATFORM = sky130hd
export DESIGN_NAME = IR_RECEIVE
export DESIGN_NICKNAME = IR_RECEIVE
export VERILOG_FILES = /design/flow/design.v
export SDC_FILE = /design/flow/constraint.sdc
export NUM_CORES = 4
export LEC_CHECK = 1
export CORE_UTILIZATION = 30
```
**flow/constraint.sdc**
```tcl
current_design IR_RECEIVE

set clk_period 6.1
set clk_io_pct 0.2

create_clock -name clk0 -period $clk_period [get_ports {iCLK}]

set non_clock_inputs [all_inputs -no_clocks]
set_input_delay [expr $clk_period * $clk_io_pct] -clock clk0 $non_clock_inputs
set_output_delay [expr $clk_period * $clk_io_pct] -clock clk0 [all_outputs]
```
==> job_summary.md <==
### Metrics collected by this job

| Metric | Value |
|---|---|
| Element type at the critical path end | `flop` |
| Maxcap violations | `0` |
| CTS Buffer Depth | `2` |
| Cell Chain, Critical Path | `inv_1 > ha_1 > nor4bb_1 > nor3_1 > xnor2_1 > nand4b_1 > o31ai_1` |
| Height of the chip | `157.9 um` |
| # rows | `56` |
| Final setup margin | `3.120 ns` |
| Max incr delay on CP | `0.64 ns` |
| Yosys Instances | `601` |
| Largest net degree at the start of global routing | `105` |
| Fin. max-slew vios | `0` |
| Crit path arrival time | `3.30 ns` |
| Final hold vios | `0` |
| R2R cell count | `7` |
| Die ar. | `24,920 um^2` |
| Fraction of registers with async set/reset | `0.8037` |
| Mean Syn Cell Area | `12.12 um^2` |
| I/O pin cnt | `36` |
| M1 WL | `6118 um` |
| Max H-tree Level | `4` |
| Routability cong. | `0.7746` |
| Setup crit start | `bitcount[0]$_DFFE_PP0P_` |
| Post-layout period usage | `0.4885` |
| 1st-iter DRT viols | `291` |
| Leakage | `3.576 nW` |
| CP endpoint | `data[30]$_DFFE_PP0P_` |
| Max Clk Rate | `335.6 MHz` |
| R2R Path End | `data[30]$_DFFE_PP0P_` |
| Tot GR Track Use | `0.1113` |
| DP Worst Slack | `3.171 ns` |
| Gr ovfl total | `0` |
| Mapped Cells | `601` |
| Global-route wire length before repair | `21,700 um` |
| Worst setup path class | `reg2reg` |
| Wirelength, routed | `12,490 um` |
| Post-route antenna net violation count | `0` |
| Tool warnings | `35` |
| CTS buffer count | `17` |
| CP Depth | `7` |
| # diodes | `0` |
| Fraction of layout cells with a size suffix above 1 | `0.1212` |
| DR vias | `4,432` |
| # Post-CTS Setup Buffers | `0` |
| CP bufs+invs | `1` |
| Router iterations before antenna repair | `4` |
| Fp_density | `0.3086` |
| Worst min-delay path class | `reg2reg` |
| Status | `finished, final reports clean` |
| CTS Sinks | `163` |
| Wire per inst | `12.87 um` |
| Vias in the first global route | `4,294` |
| Crit Path Max Fanout | `17` |
| Worst path slowest cell | `dfrtp_1` |
| Late-Pin Clk Latency | `0.42 ns` |
| Final worst clock skew | `0.009862 ns` |
| Root Buffer | `clkbuf_16` |
| Die Span X | `157.9 um` |
| Final min period | `2.980 ns` |
| DR WL met3 | `467 um` |
| Registers, synthesis | `163` |
| Worst r2r src | `bitcount[0]$_DFFE_PP0P_` |
| Synthesized area | `7287 um^2` |
| Critical Path Start Type | `flop` |
| Max layer used | `met4` |
| Slew headroom | `0.5624` |
| Met2 wire length | `5759 um` |
| CTS tree | `done` |
| Yosys Warn Count | `1` |
| Top cells by area | `dfrtp_1 (45%), edfxtp_1 (13%), mux2_2 (4.9%), xnor2_1 (4.4%), and2_1 (4.3%)` |
| Vias per cell | `4.564` |
| Initial antenna violation count | `0` |
| Unrepaired setup endpoints after global routing | `false` |
| P per Cell Area | `253.7 nW/um^2` |
| Yosys cell types | `58` |
| VDD IR max | `0.1370 mV` |
| Synth top area share | `0.4464` |
| Worst path required time | `6.42 ns` |
| Top Family by Delay on Critical Path | `simple AND/OR/NAND/NOR gates` |
| DRC Markers | `0` |
| IO Port Bufs | `35` |
| Worst-path clk slew | `0.06 ns` |
| Slew @ Worst Pin | `0.6504 ns` |
| Layout area overhead | `17.15%` |
| Total negative slack | `0 ns` |
| Final setup vio count | `0` |
| Synth Seq Share | `0.5819` |
| Hold-fix buffers, CTS | `0` |
| Leading area contributor after synthesis | `dfrtp_1` |
| R2R Setup Slk | `3.12 ns` |
| Ys flop type | `dfrtp_1` |
| Post_cts resized | `0` |
| Core area | `23,610 um^2` |
| Post-synth EDFFs | `32` |
| DP HPWL | `8185 um` |
| Yosys stat chip area | `7287 um^2` |
-- synthesized netlist by cell type (6+ instances only) --
| library cell | n |
|---|---|
| a21boi_0 | 6 |
| a32o_1 | 16 |
| and2_1 | 50 |
| clkbuf_1 | 11 |
| dfrtp_1 | 130 |
| edfxtp_1 | 32 |
| ha_1 | 12 |
| inv_1 | 17 |
| mux2_2 | 32 |
| nand2_1 | 44 |
| nand3_1 | 20 |
| nand4_1 | 15 |
| nor2_1 | 22 |
| nor2b_1 | 11 |
| nor3_1 | 21 |
| o21ai_0 | 11 |
| o31ai_1 | 10 |
| o41ai_1 | 8 |
| or3_1 | 9 |
| xnor2_1 | 37 |
| xor2_1 | 25 |
-- worst min path at each step --
stage	start	end	cells past startpoint
after global routing	data[7]$_DFFE_PP0P_	data_buf[7]$_DFFE_PP_	0
after CTS	data[8]$_DFFE_PP0P_	data_buf[8]$_DFFE_PP_	0
final	data[7]$_DFFE_PP0P_	data_buf[7]$_DFFE_PP_	0
-- sequential cells by signal, summed over array words and instances, names as in the netlist --
name              cells
data_ready            1
data                 32
state_count          18
oDATA                32
bitcount              6
idle_count_flag       1
data_count           18
state_count_flag      1
data_count_flag       1
state                 3
data_buf             32
idle_count           18
-- kinds of logic after synthesis --
family,count (synthesis),synth area share
and+or+nand+nor,219,0.1638
buffers and inverters,41,0.03005
muxes,32,0.04945
xor gates and xnor gates,62,0.07452
DFF,163,0.5819
adders and majority gates,12,0.02060
AOI/OAI and AO/OA,72,0.07967
-- power breakdown --
| part | switching (W) | internal, W |
|---|---|---|
| Combinational | 0.0000171 | 0.00000259 |
| Sequential | 0 | 0.00111 |
| Clock | 0.000422 | 0.000617 |
| Total | 0.000439 | 0.00173 |
-- cells in the final DEF, fill, tap and decap left out, types with 3 or more instances in the layout --
cell,synthesis,routed
a21boi_0,6,6
a21oi_1,4,4
a32o_1,16,16
and2_1,50,50
and3_1,5,5
buf_4,0,6
clkbuf_1,11,3
clkbuf_16,0,17
clkdlybuf4s50_1,0,35
dfrtp_1,130,130
edfxtp_1,32,32
ha_1,12,12
inv_1,17,16
inv_6,0,4
mux2_2,32,32
nand2_1,44,44
nand3_1,20,20
nand4_1,15,15
nor2_1,22,22
nor2b_1,11,11
nor3_1,21,21
nor4_1,4,3
o21ai_0,11,11
o31ai_1,10,10
o41ai_1,8,8
or3_1,9,9
xnor2_1,37,37
xor2_1,25,25
-- routing by layer --
metal | up-vias | track usage
li1 | 2228 | -
met1 | 2135 | 0.1741
met2 | 62 | 0.1680
met3 | 7 | 0.02285
met4 | 0 | 0.01433
met5 | - | 0
-- metrics by stage --
step | hold WS, ns | util | instances | power (W) | area (um^2)
CTS | 0.4484 | 0.3615 | 971 | 0.002200 | 8537
global placement | 0.4402 | 0.3371 | 939 | 0.001149 | 7959
finish | 0.4472 | 0.3615 | 971 | 0.002166 | 8537
floorplan | 0.4248 | - | 601 | 0.001140 | 7287
global route | 0.4572 | 0.3615 | 971 | 0.002246 | 8537
detailed placement | 0.4343 | 0.3371 | 939 | 0.001149 | 7959
-- area by class of cell --
class	instances	area, um^2
fill	2300	15080
multi-input combinational	397	2834
inverter	18	70.07
clock buffer	21	450.4
timing repair buffer	42	415.4
clock inverter	11	127.6
sequential	163	4240
tap	319	399.1
Power figures rest on the tool's default switching activity, not on a simulated workload.
