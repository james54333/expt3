File: design/flow/design.v
module I2C (	 
        iCLK,
        iRST_N,
        ready,
        I2C_SCLK,
        I2C_SDAT	);
    parameter Freq          =   2500;
    parameter	LUT_SIZE	=	4'd10;
    parameter	SET_LIN_L	=	4'd0;
    parameter	SET_LIN_R	=	4'd1;
    parameter	SET_HEAD_L	=	4'd2;
    parameter	SET_HEAD_R	=	4'd3;
    parameter	A_PATH_CTRL	=	4'd4;
    parameter	D_PATH_CTRL	=	4'd5;
    parameter	POWER_ON	=	4'd6;
    parameter	SET_FORMAT	=	4'd7;
    parameter	SAMPLE_CTRL	=	4'd8;
    parameter	SET_ACTIVE	=	4'd9;
    input		iCLK;
    input		iRST_N;
    output      ready;
    output		I2C_SCLK;
    inout		I2C_SDAT;
    reg	[15:0]	mI2C_CLK_DIV;
    wire[15:0]	mI2C_CLK_DIV_temp;
    reg	[23:0]	mI2C_DATA;
    reg	[23:0]	mI2C_DATA_temp;
    reg		    mI2C_CTRL_CLK;
    wire	    mI2C_CTRL_CLK_temp;
    reg		    mI2C_GO;
    reg		    mI2C_GO_temp;
    wire	    mI2C_END;
    wire	    mI2C_ACK;
    reg	[15:0]	LUT_DATA;
    reg	 [3:0]	LUT_INDEX;
    reg  [3:0]	LUT_INDEX_temp;
    reg	 [1:0]	mSetup_ST;
    reg  [1:0]	mSetup_ST_temp;
    reg         ready;
    wire        ready_temp;
    assign mI2C_CLK_DIV_temp = (mI2C_CLK_DIV < Freq)? mI2C_CLK_DIV+16'd1 : 16'd0;
    assign mI2C_CTRL_CLK_temp = (mI2C_CLK_DIV < Freq)? mI2C_CTRL_CLK : ~mI2C_CTRL_CLK;    
    always@(posedge iCLK or posedge iRST_N)
    begin
        if(iRST_N)
        begin
            mI2C_CTRL_CLK	<=	1'd0;
            mI2C_CLK_DIV	<=	16'd0;
        end
        else begin
            mI2C_CTRL_CLK	<=	mI2C_CTRL_CLK_temp;
            mI2C_CLK_DIV	<=	mI2C_CLK_DIV_temp;
        end
    end
    I2C_control u1 (	
            .CLOCK(mI2C_CTRL_CLK),
            .I2C_SCLK(I2C_SCLK),
            .I2C_SDAT(I2C_SDAT),
            .I2C_DATA(mI2C_DATA),
            .GO(mI2C_GO),
            .END(mI2C_END),
            .ACK(mI2C_ACK),
            .iRST_N(iRST_N),
	);
    assign ready_temp = (LUT_INDEX<LUT_SIZE)? 1'd0 : 1'd1;
    always@(posedge mI2C_CTRL_CLK or posedge iRST_N) begin
        if(iRST_N) begin
            LUT_INDEX	<= 4'd0;
            mSetup_ST	<= 2'd0;
            mI2C_GO		<= 1'd0;
            ready       <= 1'd0;
            mI2C_DATA   <= 24'd0;
        end
        else begin
            LUT_INDEX	<= LUT_INDEX_temp;
            mSetup_ST	<= mSetup_ST_temp;
            mI2C_GO		<= mI2C_GO_temp;
            ready       <= ready_temp;
            mI2C_DATA   <= mI2C_DATA_temp;
        end
    end
    always@(*) begin
        if(LUT_INDEX<LUT_SIZE) begin
            case(mSetup_ST)
                2'd2:       LUT_INDEX_temp <= LUT_INDEX+4'd1;
                default:    LUT_INDEX_temp <= LUT_INDEX;
            endcase
        end
        else LUT_INDEX_temp <= LUT_INDEX;
    end
    always@(*) begin         
        if(LUT_INDEX<LUT_SIZE) begin
            case(mSetup_ST)
                2'd0:       mSetup_ST_temp <= 2'd1;
                2'd1:       mSetup_ST_temp <= (~mI2C_ACK)? 2'd2 : 2'd0;
                default:    mSetup_ST_temp <= 2'd0;
            endcase
        end
        else mSetup_ST_temp <= 2'd0;
    end
    always@(*) begin         
        if(LUT_INDEX<LUT_SIZE) begin
            case(mSetup_ST)
                2'd0:       mI2C_GO_temp <= 1'd1;
                default:    mI2C_GO_temp <= 1'd0;
            endcase
        end
        else mI2C_GO_temp <= 1'd0;
    end
    always @(*) begin
        case(LUT_INDEX)
            SET_LIN_L:   LUT_DATA <= 16'h009A;
			SET_LIN_R:   LUT_DATA <= 16'h029A;
			SET_HEAD_L:  LUT_DATA <= 16'h057F;
			SET_HEAD_R:  LUT_DATA <= 16'h077F;
			A_PATH_CTRL: LUT_DATA <= 16'h08DC;
			D_PATH_CTRL: LUT_DATA <= 16'h0A06;
			POWER_ON:    LUT_DATA <= 16'h0C00;
			SET_FORMAT:  LUT_DATA <= 16'h0E01;
			SAMPLE_CTRL: LUT_DATA <= 16'h1002;
			SET_ACTIVE:  LUT_DATA <= 16'h1201;
			default:     LUT_DATA <= 16'hxxx;
        endcase
    end
    always@(*) begin
        if(LUT_INDEX<LUT_SIZE) begin
            case(mSetup_ST)
                2'd0:       mI2C_DATA_temp <= {8'h34,LUT_DATA};
                default:    mI2C_DATA_temp <= mI2C_DATA;
            endcase
        end
        else mI2C_DATA_temp <= mI2C_DATA;
    end
endmodule
module I2C_control( CLOCK, I2C_SCLK, I2C_SDAT, I2C_DATA, GO, END, W_R, ACK, iRST_N, 
							  SD_COUNTER, SDO  
);
	input CLOCK;
	input [23:0] I2C_DATA;
	input GO;
	input iRST_N;
	input W_R;
	inout I2C_SDAT;
	output I2C_SCLK;
	output END;
	output ACK;
	output [5:0] SD_COUNTER;
	output SDO;
	reg SDO;
	reg SCLK;
	reg END;
	reg [23:0] SD;
	reg [5:0] SD_COUNTER;
	wire I2C_SCLK = SCLK | ( ( ( SD_COUNTER >= 4 ) & ( SD_COUNTER <= 30 ) ) ? (~CLOCK) : 0 );
	wire I2C_SDAT = SDO ? 1'bz : 0 ;
	reg ACK1, ACK2, ACK3;
	wire ACK = ACK1 | ACK2 | ACK3 ;
	always @ ( posedge CLOCK or posedge iRST_N ) begin
		if (iRST_N) begin
			SD_COUNTER = 6'b111111;
		end
		else begin
			if ( GO == 0 ) begin
				SD_COUNTER = 6'b0;
			end
			else begin
				if ( SD_COUNTER < 6'b111111 ) begin
					SD_COUNTER = ( SD_COUNTER + 1 );
				end
			end
		end
	end
	always @ ( posedge CLOCK or posedge iRST_N ) begin
		if (iRST_N) begin
			SCLK = 1;
			SDO = 1;
			ACK1 = 0;
			ACK2 = 0;
			ACK3 = 0;
			END = 1;
		end
		else begin
			case(SD_COUNTER)
				6'd0: begin
					SCLK = 1;
					SDO = 1;
					ACK1 = 0;
					ACK2 = 0;
					ACK3 = 0;
					END = 0;
				end
				6'd1: begin
					SD = I2C_DATA;
					SDO = 0;
				end
				6'd2: SCLK = 0;
				6'd3: SDO = SD[23];
				6'd4: SDO = SD[22];
				6'd5: SDO = SD[21];
				6'd6: SDO = SD[20];
				6'd7: SDO = SD[19];
				6'd8: SDO = SD[18];
				6'd9: SDO = SD[17];
				6'd10: SDO = SD[16];
				6'd11: SDO = 1'b1;     
				6'd12: begin
					SDO = SD[15];
					ACK1 = I2C_SDAT;
				end
				6'd13: SDO = SD[14];
				6'd14: SDO = SD[13];
				6'd15: SDO = SD[12];
				6'd16: SDO = SD[11];
				6'd17: SDO = SD[10];
				6'd18: SDO = SD[9];
				6'd19: SDO = SD[8];
				6'd20: SDO = 1'b1;     
				6'd21: begin
					SDO = SD[7];
					ACK2 = I2C_SDAT;
				end
				6'd22: SDO = SD[6];
				6'd23: SDO = SD[5];
				6'd24: SDO = SD[4];
				6'd25: SDO = SD[3];
				6'd26: SDO = SD[2];
				6'd27: SDO = SD[1];
				6'd28: SDO = SD[0];
				6'd29: SDO = 1'b1;     
				6'd30: begin
					SDO = 1'b0;
					SCLK = 1'b0;
					ACK3 = I2C_SDAT;
				end
				6'd31: SCLK = 1'b1;
				6'd32: begin
					SDO = 1'b1;
					END = 1;
				end
			endcase
		end
	end
endmodule
File: design/flow/run.sh
#!/bin/bash
# OpenROAD 26Q1-2900-gdf79404cd8, Yosys 0.63+post, stock flow scripts
make -C /OpenROAD-flow-scripts/flow DESIGN_CONFIG=/design/flow/config.mk WORK_HOME=/design/flow/orfs finish
File: design/flow/config.mk
export PLATFORM = sky130hd
export DESIGN_NAME = I2C
export DESIGN_NICKNAME = I2C
export VERILOG_FILES = /design/flow/design.v
export SDC_FILE = /design/flow/constraint.sdc
export NUM_CORES = 4
export LEC_CHECK = 1
export CORE_AREA = 10 10 112 112
export DIE_AREA = 0 0 122 122
File: design/flow/constraint.sdc
current_design I2C

set clk_period 2.9
set clk_io_pct 0.2

create_clock -name clk0 -period $clk_period [get_ports {iCLK}]

set non_clock_inputs [all_inputs -no_clocks]
set_input_delay [expr $clk_period * $clk_io_pct] -clock clk0 $non_clock_inputs
set_output_delay [expr $clk_period * $clk_io_pct] -clock clk0 [all_outputs]
==> reports/results.ini <==
[sta]
final.min_clock_period_ps = 2320
final.period_utilization = 0.798
maxSlewHeadroom = 0.573
maxClockFrequency_ghz = 0.432
worst-slew-pin-transition_ps = 640
slew_violations = 0
finalHoldViolations = 0
fin_setup_tns_ps = 0
final-setup-viol-count = 0
unclocked_pins = 15
fin_skew_ps = 1.06
unconstrained_endpoints = 16
grt_setup_unrepaired = no

[clocking]
post_cts_resized = 0
clkLatencyLatePin_ps = 250
cts_post_setup_buffers_inserted = 0
cts_tree = built
htree_num_levels = 1
hold_buffers = 0
cts_inserted_buffers = 3
cts.root.buffer_cell = sky130_fd_sc_hd__clkbuf_8
clkTransAtPathRegs_ps = 60
clock_path_buffers = 2

[pwr]
power.static_leakage_nw = 0.685
power_dens_cells_nw_per_um2 = 346
worst_ir_drop_vdd_v = 0.000131
post-layout-total-power_uw = 573

[place]
weighted_congestion_at_the_end_of_routability_driven_global_placement = 0.783
portBuffers = 3
place_hpwl_mm = 1.54

[yosys]
yosys.cell_count.top_type = sky130_fd_sc_hd__dfrtp_1
yosysCellCount = 125
top_post_synthesis_cells_by_area = sky130_fd_sc_hd__dfrtp_1 (42%), sky130_fd_sc_hd__dfstp_2 (15%), sky130_fd_sc_hd__ha_1 (4.4%)
top_cells_by_count = sky130_fd_sc_hd__dfrtp_1 (24), sky130_fd_sc_hd__nor2_1 (16), sky130_fd_sc_hd__nand3_1 (9)
asyncSetResetFlopFracSynth = 1.00
synth.yosys.chip_area_sq_um = 1420
yosys.stat.seqShare = 0.573
yosys.area.top_type = sky130_fd_sc_hd__dfrtp_1
enable_flop_cells = 0
synth.avg_cell_area_sq_um = 11.3
mappedNetlistArea_sq_um = 1420
synth.yosys.warnings = 3
yosysUniqueCellTypes = 34
netlist.area_leader.share = 0.424
postSynthCellCount = 125
postSynth.topFlopCell = sky130_fd_sc_hd__dfrtp_1
synth.ff_latch_count = 32

[floorplanning]
horizontal_die_dimension_um = 122
floorplan.io_pins = 5
placement_rows = 37
coreArea_sq_um = 10200
fp-utilization = 0.138
die_height_um = 122
die-area_sq_um = 14900

[critical_path]
critical-path-max-stage-delay_ps = 540
worstRegToRegCells = 4
worst-path-max-fanout = 17
worst_setup_end_kind = output port
required_time_at_the_worst_slack_endpoint_ps = 2320
start_kind = flip-flop
timing.critical_path.arrival_ps = 1740
critical_path.slowest_cell = sky130_fd_sc_hd__dfrtp_1
crit_path_cell_trace = o41ai_1 > clkdlybuf4s50_1
timing.setup.critical_path_class = flip-flop to output port

[drt]
insertedDiodeCount = 0
wirelength_mm = 2.12
drt_drc_violations_left = 0
initial_drt_pass_iterations = 4
initial_drc_count = 65
via_count = 903
detail-route-antenna-nets = 0
routed_wire_length_per_instance_um = 7.87
route.detailed.vias_per_inst = 3.36

[min_path]
worstHoldPathCells = 2
hold_path.class = flip-flop to flip-flop

[layout]
layout.filler_cells = 1113
final_util = 0.162
layout-drive-gt1-share = 0.105
signed_area_change_from_the_synthesized_netlist_to_the_final_layout_pct = 17.2

[grt]
grt_overflow = 0
grt_pass1_wl_mm = 3.57
initial_antenna_violation_count = 0
first_global_vias = 765
grt_max_degree = 19
globalRouteTotalUtil = 0.0280

[run_status]
status = complete, no violations

[job]
maxCapViolCount = 0
warning_count = 27

per-stage QoR:
| step | instances | setup slack (ps) | hold WS [ps] | instance area [sq um] |
|---|---|---|---|---|
| after global placement | 265 | 853 | 494 | 1610 |
| after detailed placement | 265 | 817 | 490 | 1610 |
| after global routing | 269 | 427 | 520 | 1660 |
| after CTS | 269 | 552 | 509 | 1660 |
| final | 269 | 585 | 508 | 1660 |
| after floorplan | 129 | 1560 | 463 | 1430 |
cell families after synthesis:
family | after synthesis | synth area share
muxes | 2 | 0.0150
AOI/OAI and AO/OA | 13 | 0.0672
other | 1 | 0.00265
adders and majority gates | 5 | 0.0442
and+or+nand+nor | 48 | 0.177
buffers and inverters | 10 | 0.0345
DFF | 32 | 0.573
xor gates and xnor gates | 14 | 0.0867
per-layer routing:
layer / part of all wire / up-vias / GRT usage / wire length [um]
met3: 0.050 / 0 / 0.00751 / 105
met2: 0.43 / 12 / 0.0400 / 905
met1: 0.52 / 449 / 0.0434 / 1110
met5: 0 / - / 0 / 0
li1: - / 442 / - / -
met4: 0 / 0 / 0.00149 / 0
where the power goes:
group | internal, mW | switching, mW | total [mW] | leakage [nW]
Clock | 0.0951 | 0.0767 | 0.172 | 0.0255
Sequential | 0.353 | 0.0306 | 0.384 | 0.406
Combinational | 0.00571 | 0.0120 | 0.0177 | 0.254
area by class of cell:
class / instances / area, sq um / area share
clock buffers: 3 / 41.3 / 0.0249
clock inverters: 1 / 5.00 / 0.00302
inverters: 6 / 22.5 / 0.0136
multi-input cells: 87 / 571 / 0.344
flip-flops and latches: 32 / 811 / 0.489
well taps: 136 / 170 / 0.103
repair buffers: 4 / 37.5 / 0.0226
worst max-delay path, delay by kind of cell, from the launching register on:
| family | cells | cell delay [ps] |
|---|---|---|
| compound gates | 1 | 420 |
| buf+inv | 1 | 520 |
| flops | 1 | 540 |
layout by cell type, fill, tap and decap left out, types with 4 or more instances in the layout:
cell type	n
sky130_fd_sc_hd__dfrtp_1	24
sky130_fd_sc_hd__nor2_1	16
sky130_fd_sc_hd__nand3_1	9
sky130_fd_sc_hd__dfstp_2	8
sky130_fd_sc_hd__xnor2_1	7
sky130_fd_sc_hd__xor2_1	7
sky130_fd_sc_hd__inv_1	6
sky130_fd_sc_hd__ha_1	5
sky130_fd_sc_hd__conb_1	5
sky130_fd_sc_hd__a31oi_1	4
final timing paths:
| check | from | slack (ps) | end |
|---|---|---|---|
| min | mI2C_CLK_DIV[11]$_DFF_PP0_ | 510 | mI2C_CLK_DIV[11]$_DFF_PP0_ |
| max | mI2C_CTRL_CLK$_DFFE_PP0N_ | 580 | I2C_SCLK |
| max reg2reg | mI2C_CLK_DIV[4]$_DFF_PP0_ | 1380 | mI2C_CTRL_CLK$_DFFE_PP0N_ |
| min reg2reg | mI2C_CLK_DIV[11]$_DFF_PP0_ | 510 | mI2C_CLK_DIV[11]$_DFF_PP0_ |
| max in group asynchronous | iRST_N | 1770 | mI2C_CLK_DIV[3]$_DFF_PP0_ |
| min in group asynchronous | iRST_N | 720 | mI2C_CLK_DIV[9]$_DFF_PP0_ |
registers in the layout (all words and copies together), names as in the netlist:
signal,cells
u1.SCLK,1
mSetup_ST,3
mI2C_CLK_DIV,16
ready,1
mI2C_CTRL_CLK,1
LUT_INDEX,4
u1.SD_COUNTER,6
Power figures rest on the tool's default switching activity, not on a simulated workload.
